==> design/flow/design.v <==
`timescale 1ns / 1ps
module extend_fsm(
    clk,
    rstn,
    load_seed,
    data_done,
    get_random,
    state
);
input               clk;
input               rstn;
input               load_seed;
input               data_done;
input               get_random;
output  reg [1:0]   state;
parameter   IDLE = 2'b00;
parameter   SHIFT = 2'b01;
parameter   DATAOUT = 2'b10;
parameter   SEEDLOAD = 2'b11;
reg         [1:0]   next_state;
always @(posedge clk or negedge rstn) begin
    if(!rstn)
        state <= IDLE;
    else
        state <= next_state;
end
always @(*) begin
    case(state)
        IDLE: begin
            if(!rstn)
                next_state = IDLE;
            else if(get_random)
                next_state = DATAOUT;
            else if(load_seed)
                next_state = SEEDLOAD;
            else
                next_state = SHIFT;
        end
        SHIFT: begin
            if(!rstn)
                next_state = IDLE;
            else if(get_random)
                next_state = DATAOUT;
            else if(load_seed)
                next_state = SEEDLOAD;
            else
                next_state = SHIFT;
        end
        DATAOUT: begin
            if(!rstn)
                next_state = IDLE;
            else if(data_done)
                next_state = SHIFT;
            else
                next_state = DATAOUT;
        end
        SEEDLOAD: begin
            if(!rstn)           
                next_state = IDLE;
            else if(data_done)           
                next_state = SHIFT;
            else
                next_state = SEEDLOAD;
        end
    endcase            
end
endmodule
`timescale 1ns / 1ps
module prng_counter(
    clk,
    rstn,
    cnt_en,
    cnt
);
input                   clk;
input                   rstn;
input                   cnt_en;
output  reg     [1:0]   cnt;
always @(posedge clk or negedge rstn) begin
    if(!rstn)
        cnt <= 2'b0;
    else if(cnt_en)
        cnt <= cnt + 1'b1;
end
endmodule
`timescale 1ns / 1ps
module prng_extend_top(
    clk,
    rstn,
    load_seed,
    data_in,
    data_out,
    get_random
);
input               clk;
input               rstn;
input               load_seed;
input       [7:0]   data_in;
input               get_random;
output      [7:0]   data_out;
wire        [7:0]   data_in;
wire        [7:0]   data_out;
wire        [31:0]  lfsr;
wire                data_done;
wire        [1:0]   cnt;
wire        [31:0]  seed;
assign      data_done = cnt == 2'b11;   
wire        [1:0]   state;
parameter   IDLE = 2'b00;
parameter   SHIFT = 2'b01;
parameter   DATAOUT = 2'b10;
parameter   SEEDLOAD = 2'b11;
wire        state_shift = state == SHIFT;
wire        state_dataout = state == DATAOUT;
wire        state_seedload = state == SEEDLOAD;
extend_fsm _extend_fsm(
    .clk            (clk            ),
    .rstn           (rstn           ),
    .load_seed      (load_seed      ),
    .data_done      (data_done      ),
    .get_random     (get_random     ),
    .state          (state          )
);
assign seed = cnt == 2'd0
            ? 32'd0 | data_in
            : (lfsr << 4'd8) | data_in;
prng_lfsr _prng_lfsr(
    .clk            (clk            ),
    .rstn           (rstn           ),
    .seed_load      (state_seedload ),
    .seed           (seed           ),
    .shift_en       (state_shift    ),
    .lfsr           (lfsr           )
);
prng_counter _prng_counter(
    .clk            (clk                            ),   
    .rstn           (rstn                           ),
    .cnt_en         (state_dataout | state_seedload ),
    .cnt            (cnt                            )
);
assign data_out = state_dataout ? lfsr >> {cnt,3'b0} : 8'b0;
endmodule
`timescale 1ns / 1ps
module prng_lfsr(
    clk,
    rstn,
    seed_load,
    seed,
    shift_en,
    lfsr
);
input                   clk;
input                   rstn;
input                   seed_load;
input   wire    [31:0]  seed;
input                   shift_en;
output  reg     [31:0]  lfsr;
wire                    msb;
wire            [31:0]  r_tmp;
assign msb = lfsr[0]^lfsr[1]^lfsr[7]^lfsr[12]^lfsr[14]^lfsr[15]^lfsr[29]^lfsr[30];
assign r_tmp = {msb,lfsr[31:1]};
always @(posedge clk or negedge rstn) begin
    if(!rstn)
        lfsr <= 32'h02468acd;
    else if (seed_load)
        lfsr <= seed;
    else if(shift_en)
        lfsr <= r_tmp; 
end
endmodule
==> design/flow/run.sh <==
#!/bin/bash
# OpenROAD 26Q1-2900-gdf79404cd8, Yosys 0.63+post, stock flow scripts
make -C /OpenROAD-flow-scripts/flow DESIGN_CONFIG=/design/flow/config.mk WORK_HOME=/design/flow/orfs finish
==> design/flow/config.mk <==
export PLATFORM = sky130hd
export DESIGN_NAME = prng_extend_top
export DESIGN_NICKNAME = prng_extend_top
export VERILOG_FILES = /design/flow/design.v
export SDC_FILE = /design/flow/constraint.sdc
export NUM_CORES = 4
export LEC_CHECK = 1
export CORE_UTILIZATION = 40
==> design/flow/constraint.sdc <==
current_design prng_extend_top

set clk_period 6.0
set clk_io_pct 0.2

create_clock -name clk0 -period $clk_period [get_ports {clk}]

set non_clock_inputs [all_inputs -no_clocks]
set_input_delay [expr $clk_period * $clk_io_pct] -clock clk0 $non_clock_inputs
set_output_delay [expr $clk_period * $clk_io_pct] -clock clk0 [all_outputs]
==> impl_metrics.ini <==
; physical design summary
[min_path]
holdCritPathClass = register to register

[final_layout]
fillerInstances = 416
postLayoutCellArea_mm2 = 0.002370
drive_gt1_share_pct = 15.46
area_delta_synth_final_pct = 14.58

[critical_path]
reg2reg_slack_ps = 3960
reg2reg_from = _prng_counter.cnt[1]
ff2ff_path_depth = 5
setup.worst_path.start = _prng_counter.cnt[1]
r2r-end = _prng_lfsr.lfsr[10]
crit_required_ps = 4800
path_class = register to output port
cp_max_fo = 11
arrival_ps = 2110
endpoint = data_out[3]
end_kind = output port
startpoint_type = register

[synth]
ys_ff = 38
syn_inst = 190
yosysWarningCount = 3
netlist_area_mm2 = 0.002068
yosys.stat.seqShare_pct = 46.76
synth_cell_type_count = 24
synthTopCellsByArea = dfrtp_1, dfstp_2, mux2i_1
top_area_cell = dfrtp_1
top_cell_area_share_pct = 30.25
yosys-stat-area_mm2 = 0.002068
syn_avg_cell_area_um2 = 10.89
yosys_cells = 190

[drt]
antenna_cells = 0
wire_per_inst_um = 15.74
drt-vias-per-instance = 5.237
vias = 1435
ant_nets = 0
drt_wl_total_mm = 4.314
drt-initial-drc-count = 173
remaining_drc_errors = 0
drt-pass1-iter-count = 4

[clock_tree]
post_cts_buffers = 0
numCtsBuffers = 5
cts_root_buf = clkbuf_8
cts_tree = done
clock_sinks = 38
htreeDepth = 2
clk_pin_slew_ps = 70
cts_buffer_depth = 2
cts.repair.resized = 0
insertion_delay_ps = 290
ctsHoldBuffers = 0

[pwr]
cellLeakagePower_nw = 0.8807
irDropWorstVdd_mv = 0.1970
total_power_mw = 1.054
pwr_density_cell_mw_per_mm2 = 444.7

[outcome]
run_status = completed

[final_timing]
finalSetupViolations = 0
finalHoldViolCount = 0
fin_tns_setup_ps = 0
clock.fmax_mhz = 302.1
relSlewSlack_pct = 45.30
period_used_pct = 55.16
finalMaxSlewViolations = 0
worst_pin_slew_ps = 820.5
rsz0062_at_grt = no
finalClockSkew_ps = 12.82
finalCriticalPeriod_ps = 3310

[placed_design]
dp_hpwl_mm = 2.715
finalWeightedCongestion = 0.8245
portBuffers = 19
place_area_mm2 = 0.002280

[die]
io_pins = 20
fp.dieH_um = 73.91
chip_area_mm2 = 0.005462
initial_utilization_pct = 42.66
placementRows = 25
dieWidth_um = 73.91
core_mm2 = 0.004848

[global_route]
grtUsageTotal_pct = 18.79
use_met3_pct = 5.548
use_met2_pct = 28.28
grt_pass1_wl_mm = 7.527
antenna_found_initial = 0
grt_pass1_vias = 1485
grtUsageMet1_pct = 29.33
grt-busiest-layer = met1
overflow = 0
grt_max_degree = 46

[job]
cap_violations = 0
warnings = 26
==> final cells by class <==
class / count / area [µm²] / area share (%)
Multi-Input combinational cell: 135 / 1006 / 42.45
Timing Repair Buffer: 22 / 207.7 / 8.765
Clock buffer: 8 / 90.09 / 3.801
Sequential cell: 38 / 967.2 / 40.81
Inverter: 4 / 15.01 / 0.6336
Tap cell: 67 / 83.83 / 3.537
==> placed cells by master, fill, tap and decap left out <==
| cell type | Yosys | routed |
|---|---|---|
| mux4_2 | 8 | 8 |
| clkbuf_8 | 0 | 6 |
| clkbuf_1 | 4 | 2 |
| dfrtp_1 | 25 | 25 |
| buf_4 | 3 | 3 |
| xnor2_1 | 8 | 8 |
| dfstp_2 | 13 | 13 |
| o21ai_1 | 4 | 4 |
| and2b_1 | 1 | 1 |
| mux2_2 | 1 | 1 |
| nor2_1 | 2 | 2 |
| o21ai_0 | 30 | 30 |
| buf_2 | 4 | 1 |
| nand2b_1 | 2 | 2 |
| nand3b_1 | 2 | 2 |
| or3_1 | 1 | 1 |
| o22ai_1 | 1 | 1 |
| nand2_1 | 31 | 31 |
| nor3b_1 | 1 | 1 |
| mux2i_1 | 31 | 31 |
| inv_1 | 4 | 4 |
| a21oi_1 | 2 | 2 |
| clkdlybuf4s50_1 | 0 | 18 |
| ha_1 | 2 | 2 |
| and2_1 | 8 | 8 |
==> Yosys cell counts (all sizes together) <==
cell type / number
or3: 1
nor3b: 1
buf: 9
clkbuf: 4
mux2: 1
o21ai: 34
ha: 2
a21oi: 2
mux2i: 31
dfstp: 13
o22ai: 1
nand2b: 2
nor2: 2
and2: 8
xnor2: 8
nand3b: 2
and2b: 1
inv: 4
nand2: 31
dfrtp: 25
mux4: 8
==> worst min path at each step <==
stage / startpoint / to / slack [ps] / cells after the start
finish: _prng_lfsr.lfsr[9] / _prng_lfsr.lfsr[17] / 510 / 2
global route: _prng_lfsr.lfsr[9] / _prng_lfsr.lfsr[17] / 530 / 2
CTS: _prng_lfsr.lfsr[7] / _prng_lfsr.lfsr[15] / 510 / 2
==> report_power, final <==
group / leakage (nW) / switching (mW) / total, mW / internal (mW)
combinational: 0.372 / 0.129 / 0.347 / 0.218
sequential: 0.463 / 0.145 / 0.525 / 0.380
clock: 0.0455 / 0.0882 / 0.182 / 0.0938
total: 0.881 / 0.363 / 1.05 / 0.691
==> state kept, by name, indices dropped and copies added, names as in the netlist <==
signal,flops
_extend_fsm.state,4
_prng_lfsr.lfsr,32
_prng_counter.cnt,2
==> through the flow <==
stage	instances	hold slack (ps)	setup slack [ps]	utilization, %
CTS	274	512.7	2662	48.88
global route	274	525.8	2558	48.88
floorplan	190	470.6	3686	-
global placement	266	488.7	2972	47.02
finish	274	508.2	2690	48.88
detailed placement	266	498.4	2968	47.02
==> per-layer routing <==
| metal | routed length, µm | share of wire (%) | up-vias |
|---|---|---|---|
| met5 | 0 | 0 | - |
| met4 | 22 | 0.51 | 0 |
| met3 | 163 | 3.8 | 2 |
| met2 | 2057 | 48 | 27 |
| met1 | 2069 | 48 | 714 |
| li1 | - | - | 692 |
==> critical path, stage by stage, from the launching register on <==
cell and delay [ps]:
dfrtp_1 690, mux4_2 570, and2_1 170, clkdlybuf4s50_1 390
==> logic make-up (layout without fill, tap and decap cells) <==
logic type,count (synthesis),after routing,synth area share [%]
adder cells (fa/ha/maj),2,2,1.210
multiplexers,40,40,24.26
AND/OR/NAND/NOR,48,48,10.77
buffers and inverters,17,34,4.597
XOR/XNOR,8,8,3.388
flip-flops,38,38,46.76
AND-OR/OR-AND,37,37,9.014
No activity file was given, so power comes from the tool's default toggle rates.
