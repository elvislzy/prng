==> design/flow/design.v <==
`timescale 1ns / 1ps
module fsm(
    clk,
    rstn,
    data_done,
    get_random,
    state
);
input               clk;
input               rstn;
input               data_done;
input               get_random;
output  reg [1:0]   state;
parameter   IDLE = 2'b00;
parameter   SHIFT = 2'b01;
parameter   DATAOUT = 2'b10;
reg         [1:0]   next_state;
always @(posedge clk or negedge rstn) begin
    if(!rstn)
        state <= IDLE;
    else
        state <= next_state;
end
always @(*) begin
    case(state)
        IDLE: begin
            if(!rstn)
                next_state = IDLE;
            else if(get_random)
                next_state = DATAOUT;
            else
                next_state = SHIFT;
        end
        SHIFT: begin
            if(!rstn)
                next_state = IDLE;
            else if(get_random)
                next_state = DATAOUT;
            else
                next_state = SHIFT;
        end
        DATAOUT: begin
            if(!rstn)
                next_state = IDLE;
            else if(data_done)
                next_state = SHIFT;
            else
                next_state = DATAOUT;
        end
        default:
            next_state = IDLE;
    endcase            
end
endmodule
`timescale 1ns / 1ps
module prng_counter(
    clk,
    rstn,
    cnt_en,
    cnt
);
input                   clk;
input                   rstn;
input                   cnt_en;
output  reg     [1:0]   cnt;
always @(posedge clk or negedge rstn) begin
    if(!rstn)
        cnt <= 2'b0;
    else if(cnt_en)
        cnt <= cnt + 1'b1;
end
endmodule
`timescale 1ns / 1ps
module prng_lfsr(
    clk,
    rstn,
    seed_load,
    seed,
    shift_en,
    lfsr
);
input                   clk;
input                   rstn;
input                   seed_load;
input   wire    [31:0]  seed;
input                   shift_en;
output  reg     [31:0]  lfsr;
wire                    msb;
wire            [31:0]  r_tmp;
assign msb = lfsr[0]^lfsr[1]^lfsr[7]^lfsr[12]^lfsr[14]^lfsr[15]^lfsr[29]^lfsr[30];
assign r_tmp = {msb,lfsr[31:1]};
always @(posedge clk or negedge rstn) begin
    if(!rstn)
        lfsr <= 32'h02468acd;
    else if (seed_load)
        lfsr <= seed;
    else if(shift_en)
        lfsr <= r_tmp; 
end
endmodule
`timescale 1ns / 1ps
module prng_top(
    clk,
    rstn,
    data_out,
    get_random
    );
input               clk;
input               rstn;
input               get_random;
output      [7:0]   data_out;
parameter   seed = 32'h02468acd;
wire        [31:0]  lfsr;
wire                data_done;
wire        [1:0]   cnt;
assign      data_done = cnt == 2'b11;   
wire        [1:0]   state;
parameter   IDLE = 2'b00;
parameter   SHIFT = 2'b01;
parameter   DATAOUT = 2'b10;
wire        state_shift = state == SHIFT;
wire        state_dataout = state == DATAOUT;
fsm _fsm(
    .clk            (clk            ),
    .rstn           (rstn           ),
    .data_done      (data_done      ),
    .get_random     (get_random     ),
    .state          (state          )
);
prng_lfsr _prng_lfsr(
    .clk            (clk            ),
    .rstn           (rstn           ),
    .seed_load      (1'b0           ),
    .seed           (seed           ),
    .shift_en       (state_shift    ),
    .lfsr           (lfsr           )
);
prng_counter _prng_counter(
    .clk            (clk            ),   
    .rstn           (rstn           ),
    .cnt_en         (state_dataout  ),
    .cnt            (cnt            )
);
assign data_out = state_dataout ? lfsr >> {cnt,3'b0} : 8'b0;
endmodule
==> design/flow/run.sh <==
#!/bin/bash
# OpenROAD 26Q1-2900-gdf79404cd8, Yosys 0.63+post, stock flow scripts
make -C /OpenROAD-flow-scripts/flow DESIGN_CONFIG=/design/flow/config.mk WORK_HOME=/design/flow/orfs finish
==> design/flow/config.mk <==
export PLATFORM = sky130hd
export DESIGN_NAME = prng_top
export DESIGN_NICKNAME = prng_top
export VERILOG_FILES = /design/flow/design.v
export SDC_FILE = /design/flow/constraint.sdc
export NUM_CORES = 4
export LEC_CHECK = 1
export CORE_UTILIZATION = 30
==> design/flow/constraint.sdc <==
current_design prng_top

set clk_period 2.0
set clk_io_pct 0.2

create_clock -name clk0 -period $clk_period [get_ports {clk}]

set non_clock_inputs [all_inputs -no_clocks]
set_input_delay [expr $clk_period * $clk_io_pct] -clock clk0 $non_clock_inputs
set_output_delay [expr $clk_period * $clk_io_pct] -clock clk0 [all_outputs]
==> metrics.yaml <==
yosys:
  avgSynthCellArea_um2: 15.3
  mux_share: 0.318
  ys_cells: 111
  xor_share: 0.0412
  ys_sh_aoi: 0.0118
  ys_sh_adder: 0.00736
  yosysTopAreaCell: "dfrtp_1"
  synth_cell_types: 16
  synth_top_area_share: 0.353
  ys.flops: 37
  yosys_area_um2: 1700
  netlist_area_um2: 1700
  postSynthSeqShare: 0.554
  postSynthCellCount: 111
  top_logic_kind: "multiplexers"
  ys_sh_simple: 0.0419
  yosys_warnings: 3
  area_leaders: "dfrtp_1, mux2_2, dfstp_2"
detailed_routing:
  ant_nets: 0
  dr.pass1.iters: 2
  drtIter0Drc: 59
  wl_um: 3020
  n_antenna_cell: 0
  post_drt_wl_per_cell_um: 14.5
  drc: 0
  vias: 950
  vias_per_cell: 4.57
timing:
  whs_ns: 0.475
  setup_viol: 7
  skew_ns: 0.00389
  tightestPinTransition_ns: 0.454
  fin_tns_setup_ns: -0.477
  period_minus_slack_ns: 2.08
  rsz0062_at_grt: "true"
  slew_headroom: 0.698
  worst_slack_ns: -0.0815
  final_max_slew_viol_count: 0
  max_freq_ghz: 0.480
  period_used_share: 1.04
  finalHoldViolations: 0
cells_and_area:
  fin_area_um2: 2080
  layout_top_cells: "mux2_2, dfrtp_1, dfstp_2"
  drive_above_1_share: 0.654
  fillers: 512
  lay_top_count: "mux2_2"
  syn_to_final_growth_pct: 22.3
floorplanning:
  die_h_um: 77.3
  coreArea_um2: 5470
  fp.dieW_um: 77.3
  num_io_pins: 11
  chip_area_um2: 5970
  initial_core_util: 0.311
  rows: 27
placement:
  dp_hpwl_um: 1970
  gp_congestion: 0.744
  dpl_worst_slack_ns: 0.000928
  dpl_cell_area_um2: 1910
  io_buffer_count: 10
job:
  tool_warnings: 27
  drv_cap: 0
critical_path:
  required_ns: 1.60
  crit_fanout: 5
  worst_setup_path_end_kind: "output pin"
  critPathKind: "reg2out"
  critPathArrivalTime_ns: 1.68
  worst_setup_path_start_kind: "flip-flop"
outcome:
  status: "finished, violations left"
  violations: "setup timing"
clock_tree:
  cts_tree: "done"
  root_buffer: "clkbuf_8"
  clk_latency_ns: 0.29
  cts.clk_slew.worst_paths_ns: 0.07
  numCtsBuffers: 5
  htree_levels: 2
  clock-sinks: 37
  clockBufferDepth: 2
grt:
  grt_pass1_vias: 1040
  antenna_found_initial: 0
  grt_pass1_wl_um: 5370
  grt_usage: 0.118
  grt_max_degree: 36
  grt_overflow_total: 0
power:
  peakVddDrop_mv: 0.438
  leakage_nw: 0.918
  power_density_nw_per_um2: 1170
  total_power_mw: 2.44
min_path:
  hp-class: "in2async"
==> worst max-delay path, cell delays in order (launching register included) <==
cell and delay, ns:
dfrtp_1 0.40, buf_12 0.14, buf_6 0.10, mux4_2 0.49
and2_4 0.17, buf_2 0.10
==> area by class of cell <==
class                   count  area [um2]  share of cell area
flip-flops and latches     37         942               0.453
multi-input cells          66         729               0.351
repair buffers             24         213               0.102
clock buffers               7        96.3              0.0463
well taps                  72        90.1              0.0433
clock inverters             1        5.00             0.00241
inverters                   1        3.75             0.00181
==> worst paths after layout <==
kind | from | slack, ns | cells past startpoint | endpoint
max in group asynchronous | rstn | 1.11 | 2 | _prng_lfsr.lfsr[2]
min | rstn | 0.48 | 2 | _fsm.state[2]
max | _prng_counter.cnt[0] | -0.08 | 5 | data_out[2]
max reg2reg | _prng_counter.cnt[0] | 0.57 | 5 | _prng_counter.cnt[1]
min in group clk0 | _prng_lfsr.lfsr[27] | 0.53 | 1 | _prng_lfsr.lfsr[26]
min reg2reg | _prng_lfsr.lfsr[27] | 0.53 | 1 | _prng_lfsr.lfsr[26]
==> state kept, by name, indices dropped and copies added (netlist names) <==
name	flops
_prng_lfsr.lfsr	32
_fsm.state	3
_prng_counter.cnt	2
==> Yosys cell counts, drive strengths merged <==
| library cell | number |
|---|---|
| mux2 | 32 |
| a21oi | 3 |
| and2 | 8 |
| clkbuf | 1 |
| xor2 | 1 |
| o21ai | 1 |
| nand2b | 1 |
| dfrtp | 24 |
| dfstp | 13 |
| ha | 1 |
| buf | 6 |
| nor2 | 4 |
| inv | 1 |
| mux4 | 8 |
| xnor2 | 7 |
==> per-stage QoR <==
step	util	cells
floorplan	-	111
global placement	0.349	192
detailed placement	0.349	192
CTS	0.376	207
global route	0.380	208
finish	0.380	208
==> power by group <==
part | internal (mW) | switching [mW] | total, mW
Sequential | 0.920 | 0.175 | 1.10
Clock | 0.311 | 0.246 | 0.557
Combinational | 0.545 | 0.239 | 0.784
==> routing by layer <==
metal | wire length, um | up-vias | track usage
met5 | 0 | - | 0
met4 | 64 | 0 | 0.0189
met3 | 120 | 8 | 0.0314
met2 | 1460 | 17 | 0.183
met1 | 1380 | 483 | 0.173
li1 | - | 442 | -
==> cell families after synthesis <==
| group | after synthesis |
|---|---|
| compound gates | 4 |
| xor+xnor | 8 |
| fa+ha+maj | 1 |
| buf+inv | 8 |
| flops | 37 |
| mux | 40 |
| simple gates | 13 |
==> repair_timing <==
item | CTS | global route
hold buffers | 0 | 0
endpoints found under the setup margin | 8 | 8
gates cloned | 0 | 0
setup buffers | 7 | 2
gates resized | 35 | 4
Power is estimated from default activity; no workload was simulated.
